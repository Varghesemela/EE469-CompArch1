==> flow/constraint.sdc <==
current_design mux2_64b

set clk_period 1.0
set clk_io_pct 0.2

create_clock -name clk0 -period $clk_period

set non_clock_inputs [all_inputs -no_clocks]
set_input_delay [expr $clk_period * $clk_io_pct] -clock clk0 $non_clock_inputs
set_output_delay [expr $clk_period * $clk_io_pct] -clock clk0 [all_outputs]
==> flow/design.v <==
`timescale 1ns/10ps
module mux_64w32to1(outputs, registers, selects);
		output logic [63:0] outputs;
		input logic [31:0][63:0] registers;
		input logic [4:0] selects;
		logic [31:0] column_data;  
		logic [63:0][31:0] t_in;
		int o, k;
		always_comb begin
			for(int o=0; o < 32; o=o+1) begin
				for(int k=0; k < 64; k = k+1) begin
					t_in[k][o] = registers[o][k];
				end
			end
		end
		genvar i, j;
		generate
			for(i = 0; i < 64; i++) begin: assign_registers
				mux_32to1 assign_out (.out(outputs[i]), .inputs(t_in[i][31:0]), .selects(selects));
			end		
		endgenerate
endmodule
module mux_5w2to1 (A, B, sel, out);
	input logic [4:0] A, B;
	input logic sel;
	output logic [4:0] out;
	genvar i;
	generate
	for (i = 0; i < 5; i++) begin: eachMux
			mux_2to1 theMuxes (.sel(sel), .inputs({B[i], A[i]}), .out(out[i]));
		end
	endgenerate
endmodule
module mux2_64b(out, A, B, sel);
	input logic [63:0] A, B;
	output logic [63:0] out;
	input logic sel;
	genvar i;
	generate
		for (i = 0; i < 64; i++) begin : mux1
			mux_2to1 mux_64_bit (.out(out[i]), .inputs({B[i], A[i]}), .sel(sel));
		end
	endgenerate
	endmodule
module mux4_64b (out, A, B, C, D, sel);
	input logic [63:0] A, B, C, D;
	input logic [1:0] sel;
	output logic [63:0] out;
	genvar i;
	generate 
		for (i = 0; i < 64; i++) begin : eachRouteMux
			mux_4to1 Mux1 (.inputs({D[i], C[i], B[i], A[i]}), .selects(sel), .out(out[i]));
		end
	endgenerate 
endmodule
module mux_32to1(out, inputs, selects);
 output logic out;
 input logic [31:0] inputs;
 input logic [4:0] selects;
 logic [1:0] intermediate;
 mux_16to1 m0(.out(intermediate[0]), .inputs(inputs[15:0]), .selects(selects[3:0]));
 mux_16to1 m1(.out(intermediate[1]), .inputs(inputs[31:16]), .selects(selects[3:0]));
 mux_2to1 m (.out(out), .inputs(intermediate), .sel(selects[4]));
endmodule
module mux_16to1(out, inputs, selects);
 output logic out;
 input logic [15:0] inputs;
 input logic [3:0] selects;
 logic [1:0] intermediate;
 mux_8to1 m0(.out(intermediate[0]), .inputs(inputs[7:0]), .selects(selects[2:0]));
 mux_8to1 m1(.out(intermediate[1]), .inputs(inputs[15:8]), .selects(selects[2:0]));
 mux_2to1 m (.out(out), .inputs(intermediate), .sel(selects[3]));
endmodule	
module mux_8to1(out, inputs, selects);
 output logic out;
 input logic [7:0] inputs;
 input logic [2:0] selects;
 logic [1:0] intermediate;
 mux_4to1 m0(.out(intermediate[0]), .inputs(inputs[3:0]), .selects(selects[1:0]));
 mux_4to1 m1(.out(intermediate[1]), .inputs(inputs[7:4]), .selects(selects[1:0]));
 mux_2to1 m (.out(out), .inputs(intermediate), .sel(selects[2]));
endmodule
module mux_4to1(out, inputs, selects);
 output logic out;
 input logic [3:0] inputs;
 input logic [1:0] selects;
 logic [1:0] intermediate;
 mux_2to1 m0(.out(intermediate[0]), .inputs(inputs[1:0]), .sel(selects[0]));
 mux_2to1 m1(.out(intermediate[1]), .inputs(inputs[3:2]), .sel(selects[0]));
 mux_2to1 m (.out(out), .inputs(intermediate), .sel(selects[1]));
endmodule
module mux_2to1(out, inputs, sel);
 output logic out;
 input logic [1:0] inputs;
 input logic sel;
 logic temp1, temp2;
 parameter DELAY = 0.01;
 and  mux1 (temp1, inputs[0], ~sel);
 and  mux2 (temp2, inputs[1], sel);
 or  add (out, temp1, temp2);
endmodule
module mux_64w32to1_testbench();
	logic [4:0] selects;
	logic [31:0][63:0] registers;
	logic [63:0] outputs;
	mux_64w32to1 dut (.outputs(outputs), .registers(registers), .selects(selects));
	initial begin
		for (int i = 0; i < 32; i = i + 1) begin
			registers[i][63:0] = 1<<i;  
		end
		for (int j = 0; j < 32; j = j + 1) begin
			selects=j; #10;
		end
	end
endmodule
module mux_2to1_testbench();
	logic [1:0] inputs;
	logic sel;
	logic out;
	mux_2to1 dut (.out, .inputs, .sel);
	initial begin
	sel=0; inputs[0]=0; inputs[1]=0; #10;
	sel=0; inputs[0]=0; inputs[1]=1; #10;
	sel=0; inputs[0]=1; inputs[1]=0; #10;
	sel=0; inputs[0]=1; inputs[1]=1; #10;
	sel=1; inputs[0]=0; inputs[1]=0; #10;
	sel=1; inputs[0]=0; inputs[1]=1; #10;
	sel=1; inputs[0]=1; inputs[1]=0; #10;
	sel=1; inputs[0]=1; inputs[1]=1; #10;
	end
endmodule
==> flow/config.mk <==
export PLATFORM = sky130hd
export DESIGN_NAME = mux2_64b
export DESIGN_NICKNAME = mux2_64b
export VERILOG_FILES = /design/flow/design.v
export SDC_FILE = /design/flow/constraint.sdc
export NUM_CORES = 4
export LEC_CHECK = 1
export CORE_AREA = 10 10 84 84
export DIE_AREA = 0 0 94 94
==> flow/run.sh <==
#!/bin/bash
# OpenROAD 26Q1-2900-gdf79404cd8, Yosys 0.63+post, stock flow scripts
make -C /OpenROAD-flow-scripts/flow DESIGN_CONFIG=/design/flow/config.mk WORK_HOME=/design/flow/orfs finish
==> results.sh <==
# yosys + openroad results
export IMPL_rsz0062_at_grt="yes"
export IMPL_hold_path_class="primary input to primary output"
export IMPL_p_leak_nw=1.734
export IMPL_grt_pass1_vias=1548
export IMPL_crit_required_ps=800
export IMPL_wl_per_cell_um=19.67
export IMPL_fin_cells=343
export IMPL_vias=1379
export IMPL_netlist_area_leader_share=0.5783
export IMPL_total_power_mw=1.276
export IMPL_ant_nets=0
export IMPL_yosysTopAreaCell="mux2_4"
export IMPL_place_inst=332
export IMPL_ys_seq_frac=0
export IMPL_crit_slowest_cell="mux2_4"
export IMPL_initCoreUtil=0.2993
export IMPL_rows=26
export IMPL_finalMaxSlewViolations=0
export IMPL_flop_area_sq_um=0
export IMPL_clock_buffers=0
export IMPL_post_route_period_util=1.098
export IMPL_drt_pass1_iter_count=2
export IMPL_yosysWarnings=0
export IMPL_avgSynthCellArea_sq_um=11.54
export IMPL_maxSlewHeadroom=0.9432
export IMPL_max_freq_mhz=911.0
export IMPL_io_buffers=193
export IMPL_layout_drive_gt1_share=0.5311
export IMPL_top_cells_by_count="64 x buf_4, 60 x mux2_4, 6 x buf_12"
export IMPL_drt_vias_per_instance=4.020
export IMPL_grt_pass1_wl_um=9397
export IMPL_tightest_slew_ps=85.15
export IMPL_design_area_sq_mm=0.003169
export IMPL_antennaDiodeCount=0
export IMPL_comb_area_sq_um=960.9
export IMPL_globalRouteOverflowTotal=0
export IMPL_warning_count=36
export IMPL_hold_viol=0
export IMPL_outcome="finished with violations"
export IMPL_cpPeakStageDelay_ps=290
export IMPL_antenna_found_initial=0
export IMPL_critPathKind="primary input to primary output"
export IMPL_area_delta_synth_final_pct=103.5
export IMPL_holdWs_ps=795.0
export IMPL_yosys_stat_area_sq_mm=0.001558
export IMPL_worstPathArrival_ps=900
export IMPL_synthTopCellsByArea="mux2_4 58%, buf_4 31%, buf_12 7.7%"
export IMPL_syn_area_sq_mm=0.001558
export IMPL_place_congestion=0.7755
export IMPL_nFillCells=486
export IMPL_chip_area_sq_mm=0.008836
export IMPL_setup_ws_ps=-97.73
export IMPL_core_sq_mm=0.005205
export IMPL_setup_viol_count_final=64
export IMPL_hold_path_depth=3
export IMPL_dieWidth_um=94
export IMPL_crit_fanout=5
export IMPL_yosysCellCount=135
export IMPL_dp_hpwl_um=5859
export IMPL_worstSetupStartpointType="primary input"
export IMPL_top_cell="buf_4"
export IMPL_route_detailed_drc=0
export IMPL_ys_types=5
export IMPL_place_ws_ps=-552.6
export IMPL_routed_wl_um=6746
export IMPL_min_from="A[16]"
export IMPL_io_pins=193
export IMPL_cp_end_kind="primary output"
export IMPL_fin_util=0.6089
export IMPL_drv_cap=0
export IMPL_seq_cells=0
export IMPL_grt_max_degree=11
export IMPL_chipHeight_um=94
export IMPL_violations="setup timing"
export IMPL_timing_setup_tns_ps=-5074
export IMPL_vdd_ir_drop_max_mv=0.1623
export IMPL_postSynthCellCount=135
export IMPL_fin_crit_ps=1098
export IMPL_worstPathCellList="clkbuf_16 -> buf_12 -> mux2_4 -> buf_6"
export IMPL_place_area_sq_mm=0.003038
export IMPL_drtIter0Drc=2
export IMPL_grtUsageTotal=0.1390
export IMPL_powerDensity_mw_per_mm2=402.5
export IMPL_holdPathEnd="out[16]"
-- layout by cell type, fill, tap and decap left out --
cell / count
buf_6: 47
buf_12: 4
buf_2: 19
mux2_4: 64
clkbuf_16: 3
dlygate4sd2_1: 128
buf_16: 8
-- routing by layer --
metal	wire (um)	GRT usage
met1	2203	0.1294
met2	3635	0.2765
met3	867	0.06462
met4	40	0.008861
met5	0	0
-- cells by family after synthesis --
logic type / after synthesis / synth area share
buffers and inverters: 71 / 0.3928
muxes: 64 / 0.6072
-- worst max-delay path by stage --
stage     from  endpoint  cells past startpoint
6_report   sel   out[56]                      4
5_1_grt    sel   out[47]                      4
4_1_cts    sel   out[35]                      4
-- layout make-up --
| type | count | area share |
|---|---|---|
| Multi-Input combinational cell | 64 | 0.3032 |
| Tap cell | 70 | 0.02764 |
| Timing Repair Buffer | 209 | 0.6692 |
-- critical path: cells and delay by family --
kind	cells	cell delay [ps]
buffers and inverters	3	400
multiplexers	1	290
-- power breakdown --
group / internal, mW / total [mW] / switching, mW
Combinational: 0.983 / 1.28 / 0.292
Clock: 0 / 0 / 0
Sequential: 0 / 0 / 0
-- timing repair --
action | CTS | global route
gates resized | 386 | 9
gates cloned | 7 | 3
endpoints found under the setup margin | 64 | 64
buffers inserted | 1 | 0
hold buffers | 0 | 0
No activity file was given, so power comes from the tool's default toggle rates.
