==> flow/design.v <==
module decoder_5to32 (outputs, inputs, ena);
	input logic ena;
	input logic [4:0] inputs;
	output logic [31:0] outputs;
	logic [1:0] selects;
	decoder_1to2 sel_line (.outputs(selects), .in_sel(inputs[4]), .ena(ena));
	decoder_4to16 out_31to16 (.outputs(outputs[31:16]), .inputs(inputs[3:0]), .ena(selects[1]));
	decoder_4to16 out_15to0 (.outputs(outputs[15:0]), .inputs(inputs[3:0]), .ena(selects[0]));
endmodule
module decoder_4to16 (outputs, inputs, ena);	
	input logic ena;
	input logic [3:0] inputs;
	output logic [15:0] outputs;
	logic [3:0] selects;
	decoder_2to4 firstDecoder(.outputs(selects), .inputs(inputs[3:2]), .ena(ena));
	decoder_2to4 out_15to12 (.outputs(outputs[15:12]), .inputs(inputs[1:0]), .ena(selects[3]));
	decoder_2to4 out_11to8 (.outputs(outputs[11:8]), .inputs(inputs[1:0]), .ena(selects[2]));
	decoder_2to4 out_7to4 (.outputs(outputs[7:4]), .inputs(inputs[1:0]), .ena(selects[1]));
	decoder_2to4 out_3to0 (.outputs(outputs[3:0]), .inputs(inputs[1:0]), .ena(selects[0]));
endmodule
module decoder_2to4 (outputs, inputs, ena);
	input logic ena;
	input logic [1:0] inputs;
	output logic [3:0] outputs;
	logic [1:0] selects;
	decoder_1to2 sel_line (.outputs(selects), .in_sel(inputs[1]), .ena(ena));
	decoder_1to2 result0 (.outputs(outputs[1:0]), .in_sel(inputs[0]), .ena(selects[0]));
	decoder_1to2 result1 (.outputs(outputs[3:2]), .in_sel(inputs[0]), .ena(selects[1]));
endmodule
module decoder_1to2 (outputs, in_sel, ena);
	input logic ena;
	input logic in_sel;
	output logic [1:0] outputs;
	logic not_input;
	not(not_input, in_sel);
	and result1 (outputs[1], in_sel, ena);
	and result0 (outputs[0], not_input, ena);
endmodule
module decoder_5to32_testbench();
	logic ena;
	logic [4:0] inputs;
	logic [31:0] outputs;
	decoder_5to32 dut (.outputs, .inputs, .ena);
	initial begin
	ena=0; #10;
	for(int i = 0; i<32; i++) begin
	ena=1; inputs = i; #10;
	end
	end
endmodule
module decoder_1to2_testbench();
	logic ena;
	logic in_sel;
	logic [1:0] outputs;
	decoder_1to2 dut (.outputs, .in_sel, .ena);
	initial begin
	ena=0; in_sel=0;  #10;
	ena=0;  in_sel=1;  #10;
	ena=1;  in_sel=0;  #10;
	ena=1; in_sel=1;  #10;
	end
endmodule
==> flow/run.sh <==
#!/bin/bash
# OpenROAD 26Q1-2900-gdf79404cd8, Yosys 0.63+post, stock flow scripts
make -C /OpenROAD-flow-scripts/flow DESIGN_CONFIG=/design/flow/config.mk WORK_HOME=/design/flow/orfs finish
==> flow/config.mk <==
export PLATFORM = sky130hd
export DESIGN_NAME = decoder_5to32
export DESIGN_NICKNAME = decoder_5to32
export VERILOG_FILES = /design/flow/design.v
export SDC_FILE = /design/flow/constraint.sdc
export NUM_CORES = 4
export LEC_CHECK = 1
export CORE_AREA = 10 10 70 70
export DIE_AREA = 0 0 80 80
==> flow/constraint.sdc <==
current_design decoder_5to32

set clk_period 1.7
set clk_io_pct 0.2

create_clock -name clk0 -period $clk_period

set non_clock_inputs [all_inputs -no_clocks]
set_input_delay [expr $clk_period * $clk_io_pct] -clock clk0 $non_clock_inputs
set_output_delay [expr $clk_period * $clk_io_pct] -clock clk0 [all_outputs]
==> flow_metrics.rpt <==
==== FLOW RESULTS ====
----------------------------------------------------
[Detailed routing]
  Detailed Route Iter0 Violations ........................ 10
  N_diodes ........................ 0
  Total number of vias ........................ 508
  Iteration count of the initial detailed-routing pass ........................ 2
  Post-route DRC violation count ........................ 0
  WL/cell ........................ 12.6 µm
  Number of routed nets with antenna violations ........................ 0
  Drt via density ........................ 3.53
  Sum of routed wire length over all layers ........................ 1820 µm

[Place]
  Placement-stage cell area ........................ 687 µm²
  Port Buf Inserts ........................ 38
  # placed instances ........................ 132
  HPWL after detailed placement ........................ 1330 µm
  GP Congestion ........................ 0.758

[Finish]
  CLK BUF ........................ 0
  Sequential cell area in the final layout ........................ 0 µm²
  Layout sequential cell count ........................ 0
  Number of filler cells placed in the layout ........................ 373
  Comb. cell area ........................ 314 µm²
  Final Non-Filler Cells ........................ 144
  Layout cells sized above 1 ........................ 0.429
  Area added between synthesis and finish ........................ 249%
  Post-route cell area ........................ 805 µm²

[Worst hold path]
  Worst Hold Path Cells ........................ 4
  Classification of the worst-slack hold path ........................ input pin to output port

[Power and ir drop]
  Static leakage ........................ 0.000406 µW
  Maximum VDD drop ........................ 0.0286 mV
  NetSw ........................ 47.6 µW
  Internal Dissipation ........................ 54.7 µW
  Reg power frac ........................ 0
  Net switching share of the total power ........................ 0.466
  Clk network pwr share ........................ 0
  Total power draw ........................ 102 µW
  Power density normalized to cell area ........................ 127 mW/mm²
  Logic pwr share ........................ 1.000

[Setup path]
  Combined buffer and inverter count along the critical path ........................ 5
  Top delay family on crit path ........................ buffers and inverters
  End point of the critical path ........................ outputs[30]
  CP Data Arrival Time ........................ 1310 ps
  Worst setup path class ........................ input pin to output port
  Worst path required time ........................ 1360 ps
  Launching element of the worst setup path ........................ inputs[4]
  Type of element capturing the critical path ........................ output port
  Cell repeated most along the worst path ........................ buf_4
  Worst path max stage delay ........................ 180 ps
  Crit-path max FO ........................ 7
  Max stage delay cell, worst path ........................ nand4_1
  Type of element launching the critical path ........................ input pin
  Number of stages on the worst setup path ........................ 7
  Crit-path cells ........................ buf_2 > buf_4 > nand4_1 > buf_4 > buf_4 > nor2_1 > clkdlybuf4s15_1

[Timing]
  Summed negative setup slack over all endpoints ........................ 0 ps
  Relative slew slack ........................ 0.858
  Hold violation total from the final report ........................ 0
  Maximum frequency from static timing analysis ........................ 604 MHz
  Fin crit share ........................ 0.973
  Number of slew-limit violations in the final report ........................ 0
  Minimum clock period after layout ........................ 1650 ps
  Actual transition at the worst max-transition pin ........................ 212 ps
  Final setup violation count ........................ 0
  Worst slack on hold paths ........................ 1080 ps

[Logic synthesis]
  Mean Syn Cell Area ........................ 4.90 µm²
  Synthesized netlist cell count ........................ 47
  Post-synth design cell area ........................ 230 µm²
  Yosys Warn Count ........................ 0
  Cell Type Count ........................ 9
  Sequential-to-total area share from yosys stat ........................ 0
  Yosys stat area ........................ 230 µm²
  Number of cells in the yosys synthesis report ........................ 47

[Floorplanning]
  Die span in x ........................ 80 µm
  Area of the die ........................ 0.00640 mm²
  Number of placement rows ........................ 21
  Area inside the core boundary ........................ 0.00342 mm²
  Fp util ........................ 0.0674
  Num ports ........................ 38
  Die Span Y ........................ 80 µm

[GRT]
  Largest net degree at the start of global routing ........................ 9
  Initial antenna violation count ........................ 0
  Via count of the first global-routing pass ........................ 520
  Aggregate global-route resource usage ........................ 0.0520
  GR Overflow Total ........................ 0
  First-pass GRT wire length ........................ 2730 µm

[Run]
  Number of maximum-capacitance constraint violations ........................ 0
  Number of warning messages in the logs ........................ 32

[Run status]
  Outcome ........................ finished, final reports clean

----------------------------------------------------
==> through the flow <==
stage                util  worst slack [ps]
floorplan               -               384
global placement    0.201              -558
detailed placement  0.201              -572
CTS                 0.233              4.44
global route        0.236           -0.0338
finish              0.236              45.2
==> kinds of logic after synthesis <==
| group | share of synthesized area |
|---|---|
| buffers and inverters | 0.0489 |
| AND/OR/NAND/NOR | 0.951 |
==> worst min path at each step <==
stage / endpoint / start / slack, ps
4_1_cts: outputs[1] / inputs[0] / 1090
5_1_grt: outputs[1] / inputs[0] / 1120
6_report: outputs[1] / inputs[0] / 1080
==> Yosys cell counts <==
library cell  instances  area (µm²)
nand4b_1              3        26.3
clkbuf_1              3        11.3
nand2_1               1        3.75
nand2b_1              2        12.5
or2_2                 1        6.26
nor2_1               32         120
nand4_1               1        6.26
or4b_1                1        10.0
nand4bb_1             3        33.8
==> power by group through the flow <==
stage	Sequential, µW	Clock (µW)	Combinational (µW)
finish	0	0	102
global route	0	0	112
CTS	0	0	99.8
==> per-layer routing <==
layer | GRT usage | vias to the layer above | wire length (µm)
li1 | - | 258 | -
met1 | 0.0581 | 224 | 699
met2 | 0.0859 | 26 | 789
met3 | 0.0341 | 0 | 332
met4 | 0 | 0 | 0
met5 | 0 | - | 0
==> worst min-delay path: stages <==
cell,delay (ps)
buf_2,130
nand2b_4,140
nor2_4,30
buf_2,100
==> timing repair <==
action | in CTS | in global routing
hold buffers | 0 | 0
endpoints found under the setup margin | 32 | 15
pin swaps | 30 | 5
resized | 86 | 12
buffers inserted | 12 | 0
==> placed cells by master (no fill, tap or decap), drive strengths merged <==
cell type,instances
nor2,32
buf,27
dlygate4sd2,19
clkdlybuf4s15,6
nand4bb,3
nand4b,3
nand2b,2
clkbuf,2
nand4,1
or2,1
nand2,1
or4b,1
==> final cells by class <==
type | count | share of cell area
Timing Repair Buffer | 54 | 0.538
Multi-Input combinational cell | 44 | 0.390
Tap cell | 46 | 0.0715
Power is estimated from default activity; no workload was simulated.
